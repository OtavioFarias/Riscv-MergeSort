===== ./run.sh =====
#!/bin/bash
# OpenROAD 26Q1-2900-gdf79404cd8, Yosys 0.63+post, stock flow scripts
make -C /OpenROAD-flow-scripts/flow DESIGN_CONFIG=/design/flow/config.mk WORK_HOME=/design/flow/orfs finish

===== ./config.mk =====
export PLATFORM = sky130hd
export DESIGN_NAME = EX_MEM
export DESIGN_NICKNAME = EX_MEM
export VERILOG_FILES = /design/flow/design.v
export SDC_FILE = /design/flow/constraint.sdc
export NUM_CORES = 4
export LEC_CHECK = 1
export CORE_AREA = 10 10 233 233
export DIE_AREA = 0 0 243 243

===== ./constraint.sdc =====
current_design EX_MEM

set clk_period 1.0
set clk_io_pct 0.2

create_clock -name clk0 -period $clk_period [get_ports {clk}]

set non_clock_inputs [all_inputs -no_clocks]
set_input_delay [expr $clk_period * $clk_io_pct] -clock clk0 $non_clock_inputs
set_output_delay [expr $clk_period * $clk_io_pct] -clock clk0 [all_outputs]

===== ./design.v =====
module EX_MEM(
    input clk, reset,
    input [31:0] rs2, immPc, pcAdd4, outAlu, imm,
    input [4:0] rd,
    input EscReg, EscMem, jump, Branch, lui, jalr, lw,
    output reg [31:0] rs2Out, immPcOut, pcAdd4Out, outAluOut, immOut,
    output reg [4:0] rdOut,
    output reg EscRegOut, EscMemOut, jumpOut, BranchOut, luiOut, jalrOut, lwOut
);
always @(posedge clk, posedge reset)
    begin
    if (reset)
        begin
        rs2Out <= 32'b0;
        immPcOut <= 32'b0;
        rdOut <= 5'b0;
        pcAdd4Out <= 32'b0;
        outAluOut <= 32'b0;
        EscRegOut <= 1'b0;
        EscMemOut <= 1'b0;
        jumpOut <= 1'b0;
        BranchOut <= 1'b0;
        luiOut <= 1'b0;
        jalrOut <= 1'b0;
        lwOut <= 1'b0;
        immOut <= 32'b0;
        end
    else
        begin
        rs2Out <= rs2;
        immPcOut <= immPc;
        rdOut <= rd;
        pcAdd4Out <= pcAdd4;
        outAluOut <= outAlu;
        EscRegOut <= EscReg;
        EscMemOut <= EscMem;
        jumpOut <= jump;
        BranchOut <= Branch;
        luiOut <= lui;
        jalrOut <= jalr;
        lwOut <= lw;
        immOut <= imm;
        end
    end
endmodule

==> impl_metrics.toml <==
# generated from flow reports
[sta]
timing.final.crit_period_ps = 1180
hold_violations = 0
fin_ws_ps = -177
min_period_over_period_pct = 118
setup_viol = 172
worstMarginPinSlew_ps = 236
maxSlewViolCount = 0
rsz0062_at_grt = "yes"
fmax_ghz = 0.849
slew_headroom_pct = 84.3

[job]
warnings = 28
maxCapViolations = 0

[routing]
vias = 3010
antennaDiodeCount = 0
wl_per_cell_um = 13.3
final_antenna_net_count = 0
wl_um = 16500
dr.pass1.iters = 3
drc_errors = 0
drt_iter0_drc = 65
viasPerCell = 2.44

[final_layout]
fin_area_um2 = 8540
comb_area_um2 = 0
area_growth_pct = 98.1
num-multi-input-gates = 0
drive_gt1_share_pct = 39.7

[synthesis]
yosysWarnings = 1
top_area_share_pct = 99.9
area_leaders = "dfrtp_1, inv_1"
async_flop_share_pct = 100
avgSynthCellArea_um2 = 24.9
ff_type = "dfrtp_1"
ys_types = 2
yosysCellCount = 173
ys_area_um2 = 4310
top_area_cell = "dfrtp_1"
netlist_area_um2 = 4310
edf_count = 0
ys_ff = 172
top_cells_by_count = "dfrtp_1, inv_1"
synth_seq_share_pct = 99.9
yosysMostFrequentCell = "dfrtp_1"
synthCells = 173

[pwr]
internal_power_mw = 11.7
power.share.clock_pct = 43.3
vdd_drop_max_uv = 887
seq_power_share_pct = 48.5
switching_share_pct = 23.1
power_mw = 15.2
p_sw_mw = 3.50
p_comb_share_pct = 8.2
cellLeakagePower_nw = 3.76
power.density_nw_per_um2 = 1780

[worst_hold_path]
hold_path_class = "input pin to async pin"

[placed_design]
place.port_buffers = 345
dpl.hpwl_um = 13700
dp_slack_ps = -32.3
gp_congestion = 0.776
dpl_cell_area_um2 = 8810

[run_status]
outcome = "complete, but fails checks"
violations = "negative setup slack"

[clock_tree]
cts_tree = "yes"
h-tree-depth = 4
postCtsSetupBuffers = 0
path_clk_slew_ps = 70
cts_max_path_buffers = 2
cts_sinks = 172
cts_root_buf = "clkbuf_16"
numCtsBuffers = 17

[setup_path]
critPathTopFamily = "flip-flops"
cp_slowest_cell = "dfrtp_1"
worst_ep_required_time_ps = 800
path_cells = "buf_2"
cp_data_arrival_time_ps = 980
cp_max_fo = 1
worst-path-buf-inv = 1
critPathMaxStageDelay_ps = 390
critPathKind = "flop to primary output"
start_kind = "flop"
crit_path_end_kind = "primary output"

[global_routing]
grtUsageTotal_pct = 5.55
grt_overflow_total = 0
antenna_found_initial = 3
grt_pass1_wl_um = 24400
grt_start_max_net_pins = 22
first_global_vias = 3522

[die]
die_w_um = 243
die-area_um2 = 59000
io_pins = 346
fp_util_pct = 8.78
die_height_um = 243
rows = 81
design.core.area_um2 = 49100
-- layout by cell type, fill, tap and decap left out --
| cell type | Yosys | routed |
|---|---|---|
| dfrtp_1 | 172 | 172 |
| buf_4 | 0 | 18 |
| bufinv_16 | 0 | 1 |
| clkbuf_16 | 0 | 17 |
| clkdlybuf4s50_1 | 0 | 173 |
| clkinvlp_4 | 0 | 4 |
| inv_6 | 0 | 3 |
| inv_8 | 0 | 3 |
| clkinv_8 | 0 | 1 |
| buf_2 | 0 | 172 |
| buf_12 | 0 | 4 |
| clkinv_2 | 0 | 1 |
| clkinv_4 | 0 | 3 |
-- worst paths after layout --
kind / cells past startpoint / start / end / slack, ps
worst max-delay path: 1 / immPcOut[20] / immPcOut[20] / -180
max in group asynchronous: 4 / reset / immPcOut[2] / 510
worst min-delay path: 3 / reset / outAluOut[10] / 140
min in group clk0: 1 / imm[2] / immOut[2] / 150
-- area by class of cell --
type	instances	area (µm²)
flip-flops and latches	172	4300
fillers	5455	40500
clock buffers	17	425
well taps	664	831
clock inverters	15	160
inverters	1	7.51
repair buffers	367	2810
-- state kept, by name (all words and copies together) (netlist names) --
name / count
BranchOut: 1
EscMemOut: 1
EscRegOut: 1
immOut: 32
immPcOut: 32
jalrOut: 1
jumpOut: 1
luiOut: 1
lwOut: 1
outAluOut: 32
pcAdd4Out: 32
rdOut: 5
rs2Out: 32
-- routing by layer --
| layer | global-route usage (%) | vias to the layer above | part of all wire [%] |
|---|---|---|---|
| met4 | 1.29 | 6 | 2.7 |
| li1 | - | 1309 | - |
| met3 | 3.53 | 25 | 13 |
| met1 | 5.97 | 1463 | 36 |
| met5 | 0 | - | 0.24 |
| met2 | 9.02 | 207 | 48 |
-- cell families (layout without fill, tap and decap cells) --
| group | count (synthesis) | count (layout) | share of synthesized area, % |
|---|---|---|---|
| buffers and inverters | 1 | 400 | 0.0870 |
| DFF | 172 | 172 | 99.9 |
-- repair_timing --
item | 4_1_cts | 5_1_grt
hold buffers | 0 | 0
resized | 555 | 0
endpoints found under the setup margin | 172 | 172
cloned | 0 | 0
-- power groups by stage --
| stage | clock, mW | combinational (mW) | sequential, mW |
|---|---|---|---|
| CTS | 6.95 | 1.30 | 7.38 |
| global route | 7.14 | 1.38 | 7.42 |
| finish | 6.58 | 1.24 | 7.38 |
-- metrics by stage --
step	hold slack [ps]	util, %	std cells	setup TNS (ps)
floorplan	231	-	173	-240230
global placement	627	18.0	1204	-137
detailed placement	646	18.0	1204	-237
CTS	81.2	17.4	1236	-38390
global route	96.2	17.4	1236	-38010
finish	143	17.4	1236	-24330
Power and IR drop assume default switching activity.
